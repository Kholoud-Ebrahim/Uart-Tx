==> flow/design.v <==
module frame_gen(rst, data_in, parity_type, parity_out, stop_bits, data_length, frame_out);
  input  rst, parity_out, data_length, stop_bits;
  input [7:0]data_in;
  input [1:0]parity_type;
  output reg [11:0]frame_out;
always@(*) begin
frame_out = 12'b111111111111;
if(rst)
    frame_out = 12'b111111111111;
else begin
    if(data_length)  
    begin
        if(parity_type==2'b01 || parity_type==2'b10)   
        begin
            if(stop_bits) 
                frame_out ={2'b11,parity_out,data_in[7:0],1'b0};   
            else if(!stop_bits)  
                frame_out ={1'b1,1'b1,parity_out,data_in[7:0],1'b0};  
        end
        else if (parity_type==2'b00 || parity_type==2'b11)  
        begin
            if(stop_bits) 
                frame_out ={1'b1,2'b11,data_in[7:0],1'b0};  
            else if(!stop_bits) 
                frame_out ={2'b11,1'b1,data_in[7:0],1'b0};  
        end
    end
    else if(!data_length) 
    begin
        if(parity_type==2'b01 || parity_type==2'b10)  
        begin
            if(stop_bits) 
                frame_out ={1'b1,2'b11,parity_out,data_in[6:0],1'b0};  
            else if(!stop_bits) 
                frame_out ={2'b11,1'b1,parity_out,data_in[6:0],1'b0};  
        end
        else if (parity_type==2'b00 || parity_type==2'b11)  
        begin
            if(stop_bits) 
                frame_out ={2'b11,2'b11,data_in[6:0],1'b0};  
            else if(!stop_bits) 
                frame_out ={3'b111,1'b1,data_in[6:0],1'b0};  
        end
    end
end
end
endmodule
==> flow/run.sh <==
#!/bin/bash
# OpenROAD 26Q1-2900-gdf79404cd8, Yosys 0.63+post, stock flow scripts
make -C /OpenROAD-flow-scripts/flow DESIGN_CONFIG=/design/flow/config.mk WORK_HOME=/design/flow/orfs finish
==> flow/config.mk <==
export PLATFORM = sky130hd
export DESIGN_NAME = frame_gen
export DESIGN_NICKNAME = frame_gen
export VERILOG_FILES = /design/flow/design.v
export SDC_FILE = /design/flow/constraint.sdc
export NUM_CORES = 4
export LEC_CHECK = 1
export CORE_AREA = 10 10 70 70
export DIE_AREA = 0 0 80 80
==> flow/constraint.sdc <==
current_design frame_gen

set clk_period 1.0
set clk_io_pct 0.2

create_clock -name clk0 -period $clk_period

set non_clock_inputs [all_inputs -no_clocks]
set_input_delay [expr $clk_period * $clk_io_pct] -clock clk0 $non_clock_inputs
set_output_delay [expr $clk_period * $clk_io_pct] -clock clk0 [all_outputs]
==> flow_metrics.rpt <==
RUN METRICS
----------------------------------------------------
[Critical path]
  Kind of end point of the critical path ........................ primary output
  Worst setup SP type ........................ input pin
  Required time of the critical path ........................ 0.80 ns
  Worst setup path category ........................ in -> out
  WP data arrival ........................ between 0.7 and 0.8 ns
  Worst Path Max Fanout ........................ 6

[STA]
  Unrepaired setup endpoints after global routing ........................ true
  Final setup violation count ........................ 0
  Aggregate negative setup slack ........................ 0 ns
  Pins over their slew limit ........................ 0
  Min Tclk post-route ........................ slightly below 1 ns
  Cycle use final ........................ between 90% and 100%
  Top achievable clock speed ........................ approximately 1000 MHz
  Final-report hold violation count ........................ 0

[Detailed routing]
  Mean number of vias per cell ........................ around 2.2
  Iteration-0 DRC Markers ........................ 0
  Residual DRC count ........................ 0
  DRT met1 WL ........................ 290 um
  Highest metal used ........................ met3
  Per-cell routed wire length ........................ approximately 8.5 um
  Routed length on met2 ........................ about 300 um
  Detailed-route wire length ........................ 730 um
  Antenna diode instance count ........................ 0
  Routed Antenna Nets ........................ 0
  Total length of routed met3 wires ........................ approximately 140 um
  1st-pass router iterations ........................ 1
  Via count ........................ 188

[Worst hold path]
  Hold/Removal Path Class ........................ in -> out

[Place]
  Placed instance area ........................ approximately 380 um^2
  Count of port buffers added during placement ........................ 23
  Half-perimeter wire length of the detailed placement result ........................ about 610 um
  Final RePlAce weighted congestion ........................ 0.807

[Floorplan]
  Number of placed I/O pins ........................ 26
  Floorplan Core Area ........................ between 0.003 and 0.004 mm^2
  Die width ........................ 80 um
  Total number of placement rows ........................ 21
  Total die area ........................ between 0.006 and 0.007 mm^2
  Floorplan core density ........................ about 3.3%
  Vertical extent of the die ........................ roughly 80 um

[Job]
  Tool warnings ........................ 34
  Count of maximum capacitance violations ........................ 0

[Yosys]
  Post-Synthesis Cell Area ........................ 113 um^2
  Yosys chip area ........................ ~110 um^2
  Warning count from the yosys run ........................ 1
  Syn avg cell area ........................ approximately 6.3 um^2
  Tally of unique sky130hd cells used after synthesis ........................ 11
  Register area share after synthesis ........................ 0%
  Post-Synthesis Cells ........................ 18
  Number of cell instances after yosys synthesis ........................ 18

[Global route]
  Overflow left after global routing ........................ 0
  Overall track demand over capacity in global routing ........................ about 2%
  Initial antenna violation count ........................ 0
  Maximum number of pins on one net before global-route repair ........................ 7
  Global-route wire length before repair ........................ roughly 1000 um
  Number of global-route vias before repair ........................ about 190

[Pwr]
  Lkg Pwr ........................ between 0.0001 and 0.00015 uW
  Power density normalized to cell area ........................ around 270 mW/mm^2
  Maximum resistive drop on vdd ........................ roughly 0.026 mV

[Run status]
  Run status ........................ finished, final reports clean

[Cells and area]
  Growth of design area from synthesis to finish ........................ 223%
  Finished Core Util ........................ a little over a tenth
  Layout cell share with drive strength beyond 1 ........................ about 50%
  Register area ........................ 0 um^2
  Final instance area ........................ around 360 um^2
  FFs & Latches ........................ 0
  Clkbuf count ........................ 0

[Clock network]
  Number of buffers added to fix hold violations after cts ........................ 0

----------------------------------------------------
[cell usage after synthesis]
cell | number | area share, %
sky130_fd_sc_hd__or2_1 | 7 | 39
sky130_fd_sc_hd__buf_4 | 2 | 13
sky130_fd_sc_hd__a21oi_1 | 1 | 4.4
sky130_fd_sc_hd__buf_6 | 1 | 10
sky130_fd_sc_hd__clkbuf_1 | 1 | 3.3
sky130_fd_sc_hd__conb_1 | 1 | 3.3
sky130_fd_sc_hd__nand3_1 | 1 | 4.4
sky130_fd_sc_hd__nor2_1 | 1 | 3.3
sky130_fd_sc_hd__nor3_1 | 1 | 4.4
sky130_fd_sc_hd__nor3b_1 | 1 | 6.7
sky130_fd_sc_hd__xor2_1 | 1 | 7.8
[what timing repair did]
| item | in CTS | in global routing |
|---|---|---|
| buffers inserted | 0 | 0 |
| pin swaps | 9 | 3 |
| resized | 56 | 9 |
| setup endpoints to repair | 10 | 3 |
| gates cloned | 1 | 0 |
[report_power, final]
part           leakage (uW)  switching (uW)  internal (uW)
Sequential                0               0              0
Combinational      0.000148            33.0           65.7
Clock                     0               0              0
Total              0.000148            33.0           65.7
[cell type report]
cell class         instances  area, um^2
fillers                  409        3050
repair buffers            25         190
multi-input cells         15         116
well taps                 46        57.6
[critical path, cell delays in order]
cell                      delay, ns
sky130_fd_sc_hd__buf_8         0.10
sky130_fd_sc_hd__buf_8         0.12
sky130_fd_sc_hd__nor3_4        0.16
sky130_fd_sc_hd__a21oi_2       0.07
sky130_fd_sc_hd__buf_2         0.11
[worst paths after layout]
| path | endpoint | slack [ns] | cells after the start | startpoint |
|---|---|---|---|---|
| worst max-delay path | frame_out[8] | 0.04 | 5 | rst |
| worst min-delay path | frame_out[9] | 0.70 | 3 | data_length |
[routing by layer]
layer / global-route usage [%] / vias to the layer above
met5: 0 / -
li1: - / 96
met1: 2.44 / 75
met3: 1.14 / 0
met2: 3.13 / 17
met4: 0 / 0
[metrics by stage]
stage | power (uW) | hold slack, ns | cells | setup slack (ns)
2_1_floorplan | 27.2 | 0.424 | 19 | 0.284
3_3_place_gp | 116 | 1.39 | 85 | -0.693
3_5_place_dp | 116 | 1.38 | 85 | -0.699
4_1_cts | 89.3 | 0.738 | 86 | 0.00285
5_1_grt | 111 | 0.739 | 86 | -0.00165
6_report | 98.8 | 0.697 | 86 | 0.0367
[placed cells by master (no fill, tap or decap)]
cell type,instances
sky130_fd_sc_hd__nor2_2,1
sky130_fd_sc_hd__nor3b_2,1
sky130_fd_sc_hd__clkbuf_2,1
sky130_fd_sc_hd__buf_6,1
sky130_fd_sc_hd__xor2_2,1
sky130_fd_sc_hd__nor3_4,1
sky130_fd_sc_hd__dlygate4sd2_1,9
sky130_fd_sc_hd__nand3_1,1
sky130_fd_sc_hd__or2_1,7
sky130_fd_sc_hd__clkdlybuf4s15_1,1
sky130_fd_sc_hd__conb_1,2
sky130_fd_sc_hd__a21oi_2,1
sky130_fd_sc_hd__buf_8,2
sky130_fd_sc_hd__buf_2,11
[cells by family after synthesis]
group	Yosys count	share of synthesized area (%)
AND-OR/OR-AND	1	4.44
buffers and inverters	4	26.7
other	1	3.33
XOR/XNOR	1	7.78
AND/OR/NAND/NOR	11	57.8
Power figures rest on the tool's default switching activity, not on a simulated workload.
