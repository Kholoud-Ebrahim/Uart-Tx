==> /design/flow/design.v <==
module baud_gen(clock, baud_rate, baud_out); 
    input clock;
    input [1:0]	baud_rate;
    output reg  baud_out;
    reg [11:0]counter_stop;
    reg [11:0]counter=0;
always @(posedge clock) begin
    if (counter >= counter_stop)
        counter <= 12'b0;
	else
	    counter <= counter +1;
    if(counter <= (counter_stop)/2)
        baud_out <= 1'b1;
    else
        baud_out <= 1'b0;
end
always @(*) begin
    case (baud_rate)
        2'b00:	 
            counter_stop = 1301;							
        2'b01:	 
            counter_stop = 650;	
        2'b10:	 
            counter_stop = 325;	
        2'b11:	 
            counter_stop =	162;
        default:
            counter_stop = 12'bx;
    endcase
end
endmodule
==> /design/flow/run.sh <==
#!/bin/bash
# OpenROAD 26Q1-2900-gdf79404cd8, Yosys 0.63+post, stock flow scripts
make -C /OpenROAD-flow-scripts/flow DESIGN_CONFIG=/design/flow/config.mk WORK_HOME=/design/flow/orfs finish
==> /design/flow/config.mk <==
export PLATFORM = sky130hd
export DESIGN_NAME = baud_gen
export DESIGN_NICKNAME = baud_gen
export VERILOG_FILES = /design/flow/design.v
export SDC_FILE = /design/flow/constraint.sdc
export NUM_CORES = 4
export LEC_CHECK = 1
export CORE_AREA = 10 10 80 80
export DIE_AREA = 0 0 90 90
==> /design/flow/constraint.sdc <==
current_design baud_gen

set clk_period 3.9
set clk_io_pct 0.2

create_clock -name clk0 -period $clk_period [get_ports {clock}]

set non_clock_inputs [all_inputs -no_clocks]
set_input_delay [expr $clk_period * $clk_io_pct] -clock clk0 $non_clock_inputs
set_output_delay [expr $clk_period * $clk_io_pct] -clock clk0 [all_outputs]
==> job_summary.md <==
### Metrics collected by this job

| Metric | Value |
|---|---|
| Status | completed |
| Gate Area | 682 µm² |
| Max VDD drop | 0.278 mV |
| Drt pass-1 iters | 4 |
| Total of fill cells in the finished design | 517 |
| Area growth from synthesis to layout | 12.4% |
| Most common cell in the netlist | nor2_1 |
| Die height | 90 µm |
| Cell Type Count | 30 |
| Core area | 4720 µm² |
| Mapped Cells | 121 |
| Setup_tns | 0 ns |
| Input/output buffers | 3 |
| YS chip area | 1000 µm² |
| Final period util | 0.742 |
| Worst-path maximum fanout | 12 |
| Slew HR | 0.677 |
| Critical Path Start Type | primary input |
| Sequential share of power | 0.396 |
| Slowest cell on crit path | clkdlybuf4s50_1 |
| Drt wl/cell | 10.0 µm |
| Routability cong. | 0.791 |
| Clock latency (worst-skew pair) | 0.23 ns |
| Num CTS Buffers | 3 |
| Hold Path Class | flop to flop |
| Crit-path max cell delay | 0.72 ns |
| Maximum number of pins on one net before global-route repair | 13 |
| Sw power | 0.220 mW |
| CTS clk-pin slew, worst paths | 0.05 ns |
| Num rows | 25 |
| Top cells by area | dfxtp_1, ha_1, xor2_1, nor2_1, xnor2_1 |
| First-pass GRT wire length | 3370 µm |
| Top Family by Delay on Critical Path | AND-OR/OR-AND gates |
| Register bit total from synthesis | 13 |
| Synth area leader | dfxtp_1 |
| Register area | 260 µm² |
| Switching power share of the total | 0.379 |
| H-tree depth | 1 |
| Clk pwr share | 0.197 |
| Power density cells | 518 nW/µm² |
| Aggregate global routing overflow | 0 |
| Yosys Instances | 121 |
| Max-area cell share | 0.260 |
| Netlist Area Pre-Place | 1000 µm² |
| 1st-iter DRT viols | 44 |
| Average size of a mapped cell | 8.26 µm² |
| Main flop type | dfxtp_1 |
| Cts hold-fix bufs | 0 |
| CP required | 4.00 ns |
| Post-cts sizing count | 0 |
| Tool warnings | 25 |
| Worst path bufs/invs | 1 |
| # setup viols final | 0 |
| Die area | 8100 µm² |
| Combinational power share | 0.408 |
| Setup Skew | 0.00195 ns |
| DRT Wirelength | 1890 µm |
| Fmax | 0.346 GHz |
| Final Hold Viols | 0 |
| Layout cell share with drive strength beyond 1 | 0.0410 |
| Clock root buffer | clkbuf_8 |
| Arrival @ worst endpoint | 2.99 ns |
| Initial antenna violation count | 0 |
| Post-DP HPWL | 1510 µm |
| Crit Path Class | primary input to flop |
| Post-CTS setup repair buffer count | 0 |
| Pre-Place Util | 0.212 |
| Total power | 0.582 mW |
| Worst-path cell chain | clkdlybuf4s50_1, nand2b_1, ha_1, o21a_1, nor2_1, o31a_1, o21ai_2, nor2_1 |
| Num Clock Sinks | 13 |
| Commonest cells post-synth | nor2_1, ha_1, dfxtp_1 |
| Slew @ Worst Pin | 0.485 ns |
| TritonCTS clock tree | built |
| Crit end category | flop |
| DR vias/cell | 4.14 |
| Final min period | 2.89 ns |
| Post-synth EDFFs | 0 |
| Antenna cells | 0 |
| Seq share, synth | 0.260 |
| Synth warn | 1 |
| Die span in x | 90 µm |
| Max_cap viols | 0 |
| Residual DRC | 0 |
| Post-DRT Antenna Nets | 0 |
| I/O Pins | 4 |
| Longest Clk Path Bufs | 2 |
| Unrepaired setup endpoints after global routing | no |
| GRT Util Overall | 0.0486 |
| Total number of vias | 783 |
| Top cell by count, worst path | nor2_1 |
| Final Slew Violations | 0 |
| Asr flop ratio synth | 0 |
| Internal | 0.362 mW |
| Vias in the first global route | 699 |
| Leak | 0.489 nW |
[power by group through the flow]
stage / clock network (mW) / logic [mW] / registers (mW)
4_1_cts: 0.119 / 0.240 / 0.231
5_1_grt: 0.128 / 0.286 / 0.241
6_report: 0.114 / 0.238 / 0.230
[logic make-up after synthesis]
kind of cell,share of synthesized area
AND/OR/NAND/NOR,0.195
AND-OR/OR-AND,0.150
adder cells (fa/ha/maj),0.223
XOR/XNOR,0.114
flip-flops,0.260
buffers and inverters,0.0576
[final timing paths]
| kind | depth (start not counted) | startpoint | slack [ns] | to |
|---|---|---|---|---|
| setup / recovery | 8 | baud_rate[0] | 1.01 | counter[4] |
| hold / removal | 1 | counter[0] | 0.47 | counter[0] |
| setup reg to reg | 7 | counter[0] | 2.06 | counter[4] |
| hold reg to reg | 1 | counter[0] | 0.47 | counter[0] |
[state kept, by name (all words and copies together) (netlist names)]
signal    flops
baud_out      1
counter      12
[worst reg2reg max path, stage by stage (launching register included)]
cell and delay [ns]:
dfxtp_1 0.37, inv_1 0.10, ha_1 0.28, nand2b_1 0.09, a21oi_1 0.07, o31a_1 0.29, o21ai_2 0.40, nor2_1 0.11
[final cells by class]
cell class / instances / area share
clock buffers: 4 / 0.0401
inverters: 6 / 0.0200
multi-input cells: 96 / 0.607
flip-flops and latches: 13 / 0.232
well taps: 67 / 0.0746
repair buffers: 3 / 0.0267
[cells in the final DEF (no fill, tap or decap), types with 5 or more instances in the layout]
| cell type | instances |
|---|---|
| xnor2_1 | 5 |
| a21oi_1 | 6 |
| inv_1 | 6 |
| nand4_1 | 5 |
| nor2_1 | 18 |
| nand3_1 | 6 |
| ha_1 | 17 |
| xor2_1 | 8 |
| dfxtp_1 | 13 |
| nand2_1 | 7 |
[layer usage]
metal	GRT usage	up-vias	share of wire
li1	-	431	-
met4	0.00398	0	0.0090
met5	0	-	0
met1	0.0685	340	0.52
met2	0.0751	10	0.43
met3	0.0134	2	0.040
[stage by stage]
step	setup WS, ns	cells	hold WS [ns]	cell area [µm²]	utilization
after global routing	0.760	189	0.505	1120	0.238
final	1.01	189	0.471	1120	0.238
after CTS	1.00	189	0.472	1120	0.238
after floorplan	1.61	121	0.430	1000	-
after global placement	0.802	185	0.463	1080	0.228
after detailed placement	0.758	185	0.460	1080	0.228
Power is estimated from default activity; no workload was simulated.
